--- /design/flow/constraint.sdc ---
current_design control

set clk_period 1.0
set clk_io_pct 0.2

create_clock -name clk0 -period $clk_period [get_ports {clock}]

set non_clock_inputs [all_inputs -no_clocks]
set_input_delay [expr $clk_period * $clk_io_pct] -clock clk0 $non_clock_inputs
set_output_delay [expr $clk_period * $clk_io_pct] -clock clk0 [all_outputs]
--- /design/flow/design.v ---
`timescale 1ns / 1ps
module control(output reg [31:0] ID_EX_IR, output reg [3:0] ctrl,
input [31:0] inst,output reg [4:0] regA_num,reg [4:0] regB_num,reg [4:0] destreg_num,input clock);
always@(*)
begin
ID_EX_IR <= inst ;
regA_num <= inst[19:15];  
regB_num <= inst[24:20];  
destreg_num <= inst[11:7];  
end
parameter ADD = 10'b0000001, SUB = 10'b0010001, SLL = 10'b0000011,
SRL = 10'b0010011, SRA = 10'b0100011, SLT = 10'b0000111,
SLTU= 10'b0010111, XOR = 10'b0001111, OR = 10'b0011111,
AND = 10'b0101111;  
always@(posedge clock)
begin
    case({inst[3:0], inst[14:12]})  
    ADD : ctrl = 4'h1;
    SUB : ctrl = 4'h2;
    SLL : ctrl = 4'h3;
    SRL : ctrl = 4'h4;
    SRA : ctrl = 4'h5;
    SLT : ctrl = 4'h6;
    SLTU: ctrl = 4'h7;
    XOR : ctrl = 4'h8;
    OR : ctrl = 4'h9;
    AND : ctrl = 4'ha;
    default : ctrl = 4'h0;
    endcase
end
endmodule
--- /design/flow/config.mk ---
export PLATFORM = sky130hd
export DESIGN_NAME = control
export DESIGN_NICKNAME = control
export VERILOG_FILES = /design/flow/design.v
export SDC_FILE = /design/flow/constraint.sdc
export NUM_CORES = 4
export LEC_CHECK = 1
export CORE_AREA = 10 10 70 70
export DIE_AREA = 0 0 80 80
export SYNTH_HDL_FRONTEND = slang
--- /design/flow/run.sh ---
#!/bin/bash
# OpenROAD 26Q1-2900-gdf79404cd8, Yosys 0.63+post, stock flow scripts
make -C /OpenROAD-flow-scripts/flow DESIGN_CONFIG=/design/flow/config.mk WORK_HOME=/design/flow/orfs finish
==> results_slide.txt <==
Key Metrics from the Run

Timing
  – PnR worst setup slack: 46.3 ps
  – Unrepaired setup endpoints after global routing: no
  – Post-layout min period: 954 ps
  – Fmax: 1050 MHz
  – Final Setup Violations: 0
  – Hold Worst Slack: 377 ps
  – Transition at the pin with the smallest max-transition slack: 267 ps
  – Number of hold violations in the final report: 0
  – Tightest slew margin relative to the limit: 0.822
  – Cycle use final: 0.954
  – Final count of pins violating max slew: 0

Placed design
  – Routability congestion estimate: 0.744
  – Port Buf Inserts: 18
  – DP Wirelength: 783 um
  – Placement-stage cell area: 485 um^2
  – Instance count after placement with tap cells included: 93
  – Setup Slack @ Placement: -420 ps

Power
  – Combinational Power Share: 0.232
  – Pwr per Cell Area: 920 nW/um^2
  – Share of total power in sequential cells: 0.352
  – Worst VDD drop: 0.205 mV
  – Leakage: 0.230 nW
  – Clock network fraction of total power: 0.416
  – Internal power summed over all cells: 0.000364 W
  – Fraction of power spent switching nets: 0.220
  – Switching Power: 0.000103 W

Setup path
  – Crit path max-delay cell type: sky130_fd_sc_hd__o32a_1
  – List of cells traversed by the critical path: dlygate4sd2_1 > buf_4 > nor2b_1 > o32a_1 > o21ai_1
  – Critical path startpoint: inst[1]
  – Arrival @ worst endpoint: 1120 ps
  – Cell count along the critical path: 5
  – Maximum fanout along the worst path: 7
  – Buffer-and-inverter tally for the worst setup path: 2
  – Worst Path Class, Setup: primary input to flip-flop
  – Cell class contributing the biggest share of worst-path delay: buffers and inverters
  – Endpoint class of the critical path: flip-flop
  – Sort of element at the start of the critical path: primary input
  – Required time worst endpoint: 1160 ps
  – Maximum single-stage delay on the critical path: 280 ps

Yosys
  – Synth flops: 4
  – Ys cells: 69
  – Number of distinct library cells after synthesis: 16
  – Top cell type's share of synthesized area: 0.644
  – Yosys top cell by area: sky130_fd_sc_hd__buf_4
  – Cell area after technology mapping: 548 um^2
  – Sequential area share after synthesis: 0.146
  – Synthesized netlist cell count: 69
  – Most area-consuming cells after synthesis: sky130_fd_sc_hd__buf_4 64%, sky130_fd_sc_hd__dfxtp_1 15%, sky130_fd_sc_hd__a2111oi_2 2.7%, sky130_fd_sc_hd__nor2b_1 2.3%, sky130_fd_sc_hd__nor3_1 1.8%
  – Post-Synthesis Mean Instance Area: 7.94 um^2
  – Number of warning messages in the yosys log: 0
  – Total cell area reported by yosys after synthesis: 548 um^2

Final layout
  – Final instance count without filler cells: 96
  – Post-route cell area: 507 um^2
  – Fraction of layout instances using a drive strength above 1: 0.360
  – Top logic cells by instance count in the layout: 13 x sky130_fd_sc_hd__dlygate4sd2_1, 7 x sky130_fd_sc_hd__buf_4, 4 x sky130_fd_sc_hd__dfxtp_1, 3 x sky130_fd_sc_hd__clkbuf_4
  – Largest register FFs: 4
  – Area of the multi-input gates: 126 um^2
  – Register cell area after layout: 80.1 um^2
  – Filler Cells Inserted: 393
  – P&R area growth vs syn: -7.53%
  – Commonest Layout Cell: sky130_fd_sc_hd__dlygate4sd2_1
  – Utilization of the core after routing: 0.148

Routing
  – Total vias in the final route: 282
  – Iter 0 DRT Violations: 26
  – Drt wl/cell: 10.0 um
  – Detailed Routing Iterations Pass 1: 4
  – Wirelength, routed: 963 um
  – Antenna diodes: 0
  – Average via count per standard cell: 2.94
  – Drt drc: 0
  – Final ANT Viol Nets: 0

Clock tree
  – Hold-fix buffers, CTS: 0
  – Number of buffers created by CTS: 3
  – Reg clk slew, reported paths: 40 ps
  – Clock root cell: sky130_fd_sc_hd__clkbuf_4
  – Number of H-tree levels: 1
  – TritonCTS clock tree: yes
  – Number of buffers inserted by post-CTS setup repair: 0
  – Number of clock sinks: 4
  – Largest buffer count on any clock path: 2
  – Number of cells upsized or downsized after cts: 26

Die
  – I/O pin total: 84
  – Initial cell density of the core: 0.160
  – Die Height: 80 um
  – Standard cell core area: 3420 um^2
  – Chip Area: 6400 um^2
  – Num rows: 21
  – Die width: 80 um

Global routing
  – Tot GR Track Use: 0.0291
  – Leftover overflow at the end of global routing: 0
  – Number of global-route vias before repair: 320
  – Number of antenna violations at the first check in global routing: 0
  – Global-route wire length before repair: 1500 um
  – Pin count of the biggest net entering global routing: 8

Outcome
  – Result of the run: completed

Hold path
  – Number of cells traversed by the worst hold path: 3
  – Class of the tightest hold or removal check: primary input to flip-flop
  – Hold path startpoint: inst[0]

Job
  – Max_cap viols: 0
  – Number of OpenROAD warnings: 25
-- layout make-up --
cell class | count | area share
Clock buffer | 3 | 0.0444
Inverter | 1 | 0.00741
Multi-Input combinational cell | 17 | 0.249
Sequential cell | 4 | 0.158
Tap cell | 46 | 0.114
Timing Repair Buffer | 25 | 0.427
-- synth_stat cells --
cell type / n
sky130_fd_sc_hd__nor3_1: 2
sky130_fd_sc_hd__o21a_1: 1
sky130_fd_sc_hd__dfxtp_1: 4
sky130_fd_sc_hd__a2111oi_2: 1
sky130_fd_sc_hd__nand2b_1: 1
sky130_fd_sc_hd__inv_2: 1
sky130_fd_sc_hd__a211oi_1: 1
sky130_fd_sc_hd__o32a_1: 1
sky130_fd_sc_hd__o21ai_1: 1
sky130_fd_sc_hd__nand2_1: 2
sky130_fd_sc_hd__nand4b_1: 1
sky130_fd_sc_hd__nor2_1: 2
sky130_fd_sc_hd__nor2b_1: 2
sky130_fd_sc_hd__xor2_1: 1
sky130_fd_sc_hd__buf_4: 47
sky130_fd_sc_hd__nand3_1: 1
-- final timing paths --
check,to,slack (ps)
worst max-delay path,ctrl[1]$_DFF_P_,50
worst min-delay path,ctrl[2]$_DFF_P_,380
-- logic make-up after synthesis --
kind of cell / share of synthesized area
buffers and inverters: 0.651
and+or+nand+nor: 0.105
AOI/OAI and AO/OA: 0.0822
DFF: 0.146
xor gates and xnor gates: 0.0160
-- power groups by stage --
| stage | Sequential, W | Combinational (W) | Clock [W] |
|---|---|---|---|
| final | 0.000164 | 0.000108 | 0.000194 |
| after CTS | 0.000164 | 0.000109 | 0.000209 |
| after global routing | 0.000164 | 0.000123 | 0.000221 |
-- through the flow --
stage | total power [W] | TNS (ps)
floorplan | 0.000300 | 0
global placement | 0.000289 | -3830
detailed placement | 0.000290 | -3920
CTS | 0.000482 | 0
global route | 0.000508 | 0
finish | 0.000466 | 0
-- metal layers --
metal,GRT usage,part of all wire,vias up
met2,0.0401,0.40,21
met1,0.0311,0.40,122
li1,-,-,137
met5,0,0,-
met4,0.0106,0.0042,0
met3,0.0261,0.19,2
Power is estimated from default activity; no workload was simulated.
